**flow/run.sh**
```bash
#!/bin/bash
# OpenROAD 26Q1-2900-gdf79404cd8, Yosys 0.63+post, stock flow scripts
make -C /OpenROAD-flow-scripts/flow DESIGN_CONFIG=/design/flow/config.mk WORK_HOME=/design/flow/orfs finish
```
**flow/config.mk**
```make
export PLATFORM = sky130hd
export DESIGN_NAME = sreg_model
export DESIGN_NICKNAME = sreg_model
export VERILOG_FILES = /design/flow/design.v
export SDC_FILE = /design/flow/constraint.sdc
export NUM_CORES = 4
export LEC_CHECK = 1
export CORE_UTILIZATION = 50
```
**flow/constraint.sdc**
```tcl
current_design sreg_model

set clk_period 1.0
set clk_io_pct 0.2

create_clock -name clk0 -period $clk_period [get_ports {sclk}]

set non_clock_inputs [all_inputs -no_clocks]
set_input_delay [expr $clk_period * $clk_io_pct] -clock clk0 $non_clock_inputs
set_output_delay [expr $clk_period * $clk_io_pct] -clock clk0 [all_outputs]
```
**flow/design.v**
```verilog
`timescale 1ns / 1ps
module sreg_model(
    input logic sclk,
    input logic shift,
    input logic serial_in,
    input logic write_cfg,
    input reg [41:0] pixel_in,
    output reg [1:0] sreg_out,
    output reg [41:0] cfg_out
);
reg [41:0] sreg_int;
always_ff @(posedge sclk) begin
    if (shift) begin
        sreg_int[41:0] <= {sreg_int[40:0], serial_in};
    end else begin
        sreg_int <= pixel_in;
    end
end
assign sreg_out[1] = sreg_int[41];
assign sreg_out[0] = sreg_int[20];
always_ff @(posedge sclk) begin
    if (write_cfg) begin
        cfg_out[41:0] <= {sreg_int[40:0], serial_in};
    end
end
endmodule
```
==> impl_metrics.tcl <==
# flow metrics
set metrics [dict create \
    critical-path-slowest-cell "edfxtp_1" \
    via_per_inst 4.519 \
    power_density_nw_per_um2 1807 \
    skew_ns 0.006114 \
    fin_crit_sh_pct 102.7 \
    leakagePower_nw 1.579 \
    crit_family "flip-flops" \
    synth_cell_type_count 7 \
    final_layout_top_logic_cells "46 x buf_2, 43 x clkdlybuf4s50_1, 42 x edfxtp_1" \
    vias 1392 \
    finalCriticalPeriod_ns 1.027 \
    synthesis.instances 133 \
    die_h_um 77.25 \
    grt_max_degree 23 \
    hold_path.class "input pin to register" \
    critPathLaunchType "register" \
    core_um2 5473 \
    drive_gt1_share_pct 44.92 \
    root_buffer "clkbuf_8" \
    place_congestion 0.7212 \
    area_growth_pct 31.64 \
    portBuffers 89 \
    slew_headroom_pct 89.99 \
    dr.pass1.iters 4 \
    crit_path_max_incr_delay_ns 0.38 \
    lay_top_count "buf_2" \
    antenna_found_initial 0 \
    maxCapViolations 0 \
    grt_pass1_vias 1362 \
    warning_count 28 \
    synth_warnings 3 \
    antenna_cells 0 \
    rsz0062_at_grt "true" \
    final_util_pct 68.11 \
    syn_area_per_cell_um2 21.29 \
    tightest_slew_ns 0.1502 \
    routedWlPerCell_um 13.59 \
    fmax_mhz 974.1 \
    initCoreUtil_pct 51.74 \
    drv_slew 0 \
    grt-ovfl-total 0 \
    cts_tree "done" \
    cp.buffers_inverters 1 \
    dieArea_um2 5968 \
    fin_ws_ns -0.02660 \
    row_count 27 \
    grt_pass1_wl_um 6768 \
    status "complete, but fails checks" \
    failed_checks "negative setup slack" \
    drc 0 \
    ys_area_um2 2831 \
    clk_pin_slew_worst_paths_ns 0.07 \
    worstPathMaxFanout 1 \
    grt_usage_pct 16.05 \
    htreeDepth 3 \
    netlist_area_um2 2831 \
    setup_tns_ns -0.1937 \
    required_ns 0.80 \
    setup_viol 22 \
    p_total_mw 6.735 \
    first_iter_violations 49 \
    cts_buffers 9 \
    critPathKind "register to output port" \
    ys_cells 133 \
    postSynthSeqShare_pct 74.24 \
    crit_path_end_kind "output port" \
    cp_cell_sequence "buf_2" \
    die_x_um 77.25 \
    dp_hpwl_um 2882 \
    clock_tree.buffer_depth 2 \
    finalHoldViolCount 0 \
    numClockSinks 84 \
    clkLatencyLatePin_ns 0.33 \
    drtAntennaViolNets 0 \
    ios 90 \
    vdd_drop_max_v 0.001054 \
    wl_um 4185 \
    dp_slack_ns -0.01111 \
    ys_ff 84 \
    arrival_ns 0.83 \
]
[power breakdown]
group | switching [mW] | internal (mW)
clock | 1.01 | 0.967
sequential | 0.110 | 3.97
combinational | 0.169 | 0.510
total | 1.29 | 5.44
[metal layers]
layer / GRT usage [%] / up-vias / part of all wire [%]
li1: - / 682 / -
met1: 26.45 / 648 / 43
met2: 22.48 / 57 / 46
met3: 7.013 / 5 / 9.7
met4: 1.887 / 0 / 1.2
met5: 0 / - / 0
[cells in the mapped netlist]
cell / n / share of area [%]
mux2_4: 40 / 21
buf_6: 1 / 0.40
edfxtp_1: 42 / 45
buf_4: 2 / 0.53
mux2_2: 2 / 0.80
dfxtp_1: 42 / 30
buf_12: 4 / 2.8
[final timing paths]
check	startpoint	endpoint	slack (ns)	cells past startpoint
max	cfg_out[38]	cfg_out[38]	-0.03	1
min	write_cfg	cfg_out[10]	0.32	2
max reg2reg	sreg_int[5]	sreg_int[6]	0.31	1
min reg2reg	sreg_int[36]	cfg_out[37]	0.43	0
[timing repair]
item / in CTS / in global routing
setup buffers: 0 / 0
hold buffers: 0 / 0
pin swaps: 0 / 0
setup endpoints to repair: 44 / 43
resized: 135 / 0
cloned: 0 / 0
[sequential cells by signal, summed over array words and instances, names as in the netlist]
| signal | cells |
|---|---|
| cfg_out | 42 |
| sreg_int | 42 |
[cell type report]
type	count	area, um2
tap	72	90.09
fill	394	1745
timing repair buffer	94	748.2
sequential	84	2103
multi-input combinational	42	623.1
clock buffer	14	152.6
clock inverter	2	10.01
[kinds of logic after synthesis]
family,Yosys count,synth area share (%)
mux,42,22.01
buf+inv,7,3.756
flops,84,74.24
[through the flow]
stage	hold WS, ns	std cells	area (um2)
floorplan	0.2989	133	2831
global placement	0.4095	292	3784
detailed placement	0.4150	292	3784
CTS	0.3112	308	3727
global route	0.3095	308	3727
finish	0.3193	308	3727
