==> design/flow/design.v <==
`timescale 1ns/1ps
module sreg_ctrl (
    input logic         clk,
    input logic         rst_n,
    input logic         cmd_valid,
    input logic [2:0]   cmd,
    input logic [41:0]  data_in,
    output logic [41:0] data_out,
    output logic        cmd_ready,
    input logic [1:0]   sreg_in,
    output logic        shift,
    output logic        sclk,
    output logic        serial_out,
    output logic        write_cfg,
    output logic        pclk,
    output logic       dvalid_out
);
reg [41:0]  data_int;
logic [6:0] counter_int;
logic [6:0] counter_limit;
typedef enum {IDLE, BUSY} op_type_t;
op_type_t state;
typedef enum logic [2:0] {
    PIX_WRITE          = 3'b000,
    PIX_READ           = 3'b001,
    PIX_READ_END       = 3'b010,
    WRITE_PCLK_0       = 3'b011,
    WRITE_PCLK_1       = 3'b100,
    WRITE_FULL_PCLK_0  = 3'b101,
    WRITE_FULL_PCLK_1  = 3'b110,
    SREG_READ          = 3'b111
} cmd_opcode_t;
cmd_opcode_t cmd_buf;
always_ff @(posedge clk) begin
    if (!rst_n) begin
        data_out        <= 42'b0;
        cmd_ready       <= 1'b0;
        shift           <= 1'b0;
        sclk            <= 1'b1;
        serial_out      <= 1'b0;
        write_cfg       <= 1'b0;
        counter_int     <= 7'b0;
        counter_limit   <= 7'b0;
        state           <= IDLE;
    end else begin
        case (state)
            IDLE: begin
                sclk <= sclk;
                shift <= shift;
                counter_limit <= 7'b0;
                serial_out <= 42'b0;
                pclk <= '0;
                dvalid_out <= 1'b0;
                if (cmd_valid && cmd_ready) begin
                    cmd_ready <= 1'b0;
                    cmd_buf <= cmd_opcode_t'(cmd);
                    data_int <= data_in;
                    case(cmd)
                        PIX_WRITE: begin
                            counter_limit <= 7'd84;
                            state <= BUSY;
                        end
                        PIX_READ: begin
                            counter_limit <= 7'd42;
                            state <= BUSY;
                        end
                        PIX_READ_END: begin
                            counter_limit <= 7'd6;
                            state <= BUSY;
                        end
                        WRITE_PCLK_0,
                        WRITE_PCLK_1: begin
                            counter_limit <= 7'd20;
                            state <= BUSY;
                        end
                        WRITE_FULL_PCLK_0,
                        WRITE_FULL_PCLK_1: begin
                            counter_limit <= 7'd84;
                            state <= BUSY;
                        end
                        SREG_READ: begin
                            counter_limit <= 7'd46;
                            state <= BUSY;
                        end
                    endcase
                end else begin 
                    state <= IDLE;
                    cmd_ready <= 1'b1;
                end
            end
            BUSY: begin 
                sclk <= ~sclk;
                case(cmd_buf)
                    PIX_WRITE: begin
                        shift <= 1'b1;
                        write_cfg <= 1'b0;
                        dvalid_out <= 1'b0;
                        if (counter_int < counter_limit) begin
                            if (counter_int[0] == 1'b0) begin
                                serial_out <= data_int[41];
                                data_int <= data_int << 1;
                            end
                            if (counter_int >= 42 && sclk) begin
                                pclk <= 1'b1;
                            end
                            counter_int <= counter_int + 1;
                            state <= BUSY;
                        end else begin
                            shift <= 1'b0;
                            write_cfg <= 1'b0;
                            counter_int <= 7'b0;
                            counter_limit <= 7'b0;
                            cmd_ready <= 1'b1;
                            state <= IDLE;
                        end
                    end
                    WRITE_PCLK_0: begin
                        shift <= 1'b1;
                        dvalid_out <= 1'b0;
                        pclk <= 1'b0;
                        if (counter_int < counter_limit) begin
                            if (counter_int[0] == 1'b0) begin
                                serial_out <= data_int[41];
                                data_int <= data_int << 1;
                            end
                            if (counter_int >= 18 && sclk) begin
                                write_cfg <= 1'b1;
                            end
                            counter_int <= counter_int + 1;
                            state <= BUSY;
                        end else begin
                            shift <= 1'b0;
                            write_cfg <= 1'b0;
                            counter_int <= 7'b0;
                            counter_limit <= 7'b0;
                            cmd_ready <= 1'b1;
                            state <= IDLE;
                        end
                    end
                    WRITE_PCLK_1: begin
                        shift <= 1'b1;
                        dvalid_out <= 1'b0;
                        pclk <= 1'b1;
                        if (counter_int < counter_limit) begin
                            if (counter_int[0] == 1'b0) begin
                                serial_out <= data_int[41];
                                data_int <= data_int << 1;
                            end
                            if (counter_int >= 18 && sclk) begin
                                write_cfg <= 1'b1;
                            end
                            counter_int <= counter_int + 1;
                            state <= BUSY;
                        end else begin
                            shift <= 1'b0;
                            write_cfg <= 1'b0;
                            counter_int <= 7'b0;
                            counter_limit <= 7'b0;
                            cmd_ready <= 1'b1;
                            state <= IDLE;
                        end
                    end
                    WRITE_FULL_PCLK_0: begin
                        shift <= 1'b1;
                        dvalid_out <= 1'b0;
                        pclk <= 1'b0;
                        if (counter_int < counter_limit) begin
                            if (counter_int[0] == 1'b0) begin
                                serial_out <= data_int[41];
                                data_int <= data_int << 1;
                            end
                            if (counter_int >= 82 && sclk) begin
                                write_cfg <= 1'b1;
                            end
                            counter_int <= counter_int + 1;
                            state <= BUSY;
                        end else begin
                            shift <= 1'b0;
                            write_cfg <= 1'b0;
                            counter_int <= 7'b0;
                            counter_limit <= 7'b0;
                            cmd_ready <= 1'b1;
                            state <= IDLE;
                        end
                    end
                    WRITE_FULL_PCLK_1: begin
                        shift <= 1'b1;
                        dvalid_out <= 1'b0;
                        pclk <= 1'b1;
                        if (counter_int < counter_limit) begin
                            if (counter_int[0] == 1'b0) begin
                                serial_out <= data_int[41];
                                data_int <= data_int << 1;
                            end
                            if (counter_int >= 82 && sclk) begin
                                write_cfg <= 1'b1;
                            end
                            counter_int <= counter_int + 1;
                            state <= BUSY;
                        end else begin
                            shift <= 1'b0;
                            write_cfg <= 1'b0;
                            counter_int <= 7'b0;
                            counter_limit <= 7'b0;
                            cmd_ready <= 1'b1;
                            state <= IDLE;
                        end
                    end
                    PIX_READ: begin
                        write_cfg <= 1'b0;
                        dvalid_out <= 1'b1;
                        if (counter_int < counter_limit) begin
                            if (counter_int[0] == 1'b0) begin
                                data_out[41:21] <= {'0, sreg_in[0]};
                                data_out[20:0] <= {'0, sreg_in[1]};
                            end
                            if (counter_int >= 21 && sclk) begin
                                pclk <= 1'b1;
                            end
                            if (counter_int >= 2) begin
                                shift <= 1'b1;
                            end
                            counter_int <= counter_int + 1;
                            state <= BUSY;
                        end else begin
                            shift <= 1'b0;
                            counter_int <= 7'b0;
                            counter_limit <= 7'b0;
                            cmd_ready <= 1'b1;
                            state <= IDLE;
                        end
                    end
                    PIX_READ_END: begin
                        write_cfg <= 1'b0;
                        dvalid_out <= 1'b1;
                        pclk <= 1'b1;
                        shift <= 1'b1;
                        if (counter_int < counter_limit) begin
                            if (counter_int[0] == 1'b0) begin
                                data_out[41:21] <= {'0, sreg_in[0]};
                                data_out[20:0] <= {'0, sreg_in[1]};
                            end
                            counter_int <= counter_int + 1;
                            state <= BUSY;
                        end else begin
                            shift <= 1'b0;
                            counter_int <= 7'b0;
                            counter_limit <= 7'b0;
                            cmd_ready <= 1'b1;
                            state <= IDLE;
                        end
                    end
                    SREG_READ: begin
                        shift <= 1'b1;
                        write_cfg <= 1'b0;
                        if (counter_int < counter_limit) begin
                            if (counter_int[0] == 1'b0) begin
                                data_out[41:21] <= {'0, sreg_in[0]};
                                data_out[20:0] <= {'0, sreg_in[1]};
                            end
                            if (counter_int > 0 && counter_int < 42) begin
                                dvalid_out <= 1'b1;
                            end
                            counter_int <= counter_int + 1;
                            state <= BUSY;
                        end else begin
                            shift <= 1'b0;
                            counter_int <= 7'b0;
                            cmd_ready <= 1'b1;
                            state <= IDLE;
                        end
                    end
                endcase
            end
        endcase
    end
end 
endmodule
==> design/flow/run.sh <==
#!/bin/bash
# OpenROAD 26Q1-2900-gdf79404cd8, Yosys 0.63+post, stock flow scripts
make -C /OpenROAD-flow-scripts/flow DESIGN_CONFIG=/design/flow/config.mk WORK_HOME=/design/flow/orfs finish
==> design/flow/config.mk <==
export PLATFORM = sky130hd
export DESIGN_NAME = sreg_ctrl
export DESIGN_NICKNAME = sreg_ctrl
export VERILOG_FILES = /design/flow/design.v
export SDC_FILE = /design/flow/constraint.sdc
export NUM_CORES = 4
export LEC_CHECK = 1
export CORE_UTILIZATION = 40
==> design/flow/constraint.sdc <==
current_design sreg_ctrl

set clk_period 7.3
set clk_io_pct 0.2

create_clock -name clk0 -period $clk_period [get_ports {clk}]

set non_clock_inputs [all_inputs -no_clocks]
set_input_delay [expr $clk_period * $clk_io_pct] -clock clk0 $non_clock_inputs
set_output_delay [expr $clk_period * $clk_io_pct] -clock clk0 [all_outputs]
==> flow_summary_export.csv <==
group,metric,value,unit
synthesis,syn-cell-area,3520,µm²
worst_setup_path,slowest_stage,"clkdlybuf4s50_1",
cts,cts.sinks,67,
cts,htreeDepth,3,
synthesis,synth_cells,296,
synthesis,avgSynthCellArea,11.9,µm²
synthesis,async_reset_ff_share,0,%
cts,cts_buffers,9,
global_routing,first_global_vias,2013,
hold_path,hold_class,"flip-flop to flip-flop",
timing,final.min_clock_period,3.51,ns
final_layout,logic_area,1460,µm²
cts,clk_pin_slew,0.07,ns
global_routing,antenna_found_initial,0,
timing,finalSetupViolations,0,
route,vias_per_cell,4.79,
worst_setup_path,crit_path_start_kind,"input port",
floorplanning,dieHeight,95.8,µm
worst_setup_path,arrival,3.49,ns
cts,clk_path_buf_depth,2,
cts,cts-root-buf,"clkbuf_8",
synthesis,ys_area,3520,µm²
final_layout,lay_top_count,"clkdlybuf4s50_1",
synthesis,ys_cells,296,
cts,cts_tree,"done",
power_and_ir_drop,p_leak,1.59,nW
timing,fmax,285,MHz
power_and_ir_drop,irDropWorstVdd,0.000122,V
final_layout,syn_to_final_growth,21.6,%
route,dr.pass1.iters,5,
synthesis,postSynthSeqShare,51.5,%
timing,finalHoldViolCount,0,
final_layout,lay_top_cells,"clkdlybuf4s50_1, edfxtp_1, mux2_2, conb_1, dfxtp_1",
worst_setup_path,ff2ff_setup_slack,4.29,ns
cts,post_cts_buffers,0,
run_status,status,"finished, final reports clean",
timing,fin_crit_sh,48.1,%
global_routing,grt_usage,14.5,%
floorplanning,core_area,8380,µm²
route,routedWlPerCell,13.5,µm
worst_setup_path,crit_chain,"clkdlybuf4s50_1 -> clkinv_1 -> o21ai_0 -> and2_2 -> buf_4",
global_routing,grt_max_degree,43,
route,post-route-drc-count,0,
worst_setup_path,criticalPathCategory,"input port to flip-flop",
route,drt_iter0_markers,106,
placement,numPortBuffers,58,
route,wl,6270,µm
placement,dp_hpwl,4180,µm
timing,hold_ws,0.469,ns
run,max-cap-violations,0,
run,warning_count,31,
global_routing,grt_overflow,0,
cts,clk_latency,0.34,ns
worst_setup_path,path_buffers,3,
timing,report.final.slew_viol_count,0,
global_routing,grt_first_pass_wirelength,9720,µm
floorplanning,die_w,95.8,µm
timing,rsz0062_at_grt,"false",
synthesis,edf_count,47,
timing,worst_pin_slew,0.729,ns
placement,gp_congestion,0.911,
power_and_ir_drop,p_per_area,207,nW/µm²
worst_setup_path,crit_family,"buffers and inverters",
timing,maxSlewHeadroom,50.1,%
final_layout,drive_above_1_share,17.9,%
synthesis,ys_warn_count,1,
worst_setup_path,end_kind,"flip-flop",
floorplanning,rows,33,
timing,fin_tns_setup,0,ns
worst_setup_path,critical-path-max-stage-delay,0.73,ns
route,drtAntennaViolNets,0,
route,antenna_cells,0,
synthesis,synth_cell_type_count,44,
cts,cts-hold-fix-buffers,0,
synthesis,ys.flops,67,
cts,cts_resized,0,
final_layout,seq_area,1810,µm²
synthesis,ff_type,"edfxtp_1",
floorplanning,initial_core_util,42.0,%
timing,fin_skew,0.00870,ns
route,via_count,2217,
final_layout,fill_cells,729,
worst_setup_path,worstPathRequired,7.27,ns
floorplanning,fp.dieArea,9180,µm²
worst_setup_path,crit_fanout,42,
floorplanning,ios,99,
## sequential cells by signal, summed over array words and instances, names as in the netlist
signal         flops
sclk               1
data_int          42
cmd_buf            3
counter_int        7
cmd_ready          1
shift              1
write_cfg          1
pclk               1
counter_limit      5
data_out           2
state              1
serial_out         1
dvalid_out         1
## metal layers
metal | global-route usage [%] | part of all wire [%] | up-vias
met5 | 0 | 0 | -
met1 | 24.2 | 48 | 1017
li1 | - | - | 1106
met3 | 3.69 | 7.3 | 4
met2 | 20.7 | 44 | 90
met4 | 1.99 | 0.97 | 0
## cells by family (layout without fill, tap and decap cells)
kind of cell / count (synthesis) / count (layout) / synth area share (%)
AND-OR/OR-AND: 47 / 47 / 8.74
XOR/XNOR: 6 / 6 / 1.49
adder cells (fa/ha/maj): 13 / 13 / 4.62
buffers and inverters: 64 / 87 / 11.3
flip-flops: 67 / 67 / 51.5
multiplexers: 45 / 45 / 14.3
other: 1 / 40 / 0.107
AND/OR/NAND/NOR: 53 / 53 / 8.07
## synth_stat cells, types with 2 or more instances
cell       instances  area share (%)
edfxtp_1          47              40
buf_4             41             8.7
mux2_2            41              13
dfxtp_1           20              11
a21oi_1           15             2.1
nand2_1           14             1.5
ha_1              13             4.6
inv_1             10             1.1
o21ai_0            9             1.3
nor2_1             7            0.75
nor2b_1            6             1.1
buf_1              5            0.53
clkbuf_1           5            0.53
nand3_1            5            0.71
mux2i_1            4             1.1
nand4_1            4            0.71
o2bb2ai_1          4            0.99
or3_1              4            0.71
xor2_1             4            0.99
a21o_1             2            0.43
a22o_1             2            0.50
a31o_2             2            0.50
a31oi_1            2            0.36
and2_1             2            0.36
and3_1             2            0.36
buf_2              2            0.28
nand2b_1           2            0.36
nor3_1             2            0.28
nor4b_1            2            0.50
o211a_1            2            0.57
o211ai_1           2            0.43
xnor2_1            2            0.50
## worst register-to-register path, stage by stage (launching register included)
cell and delay (ns):
dfxtp_2 0.69, buf_4 0.46, inv_1 0.26, a211o_1 0.40
o21ai_0 0.22, and2_2 0.17, buf_4 0.43
## final timing paths
kind | depth (start not counted) | from | to
max reg2reg | 6 | state[0] | data_int[21]
max | 5 | rst_n | data_int[21]
min | 2 | data_out[0] | data_out[0]
min reg2reg | 2 | data_out[0] | data_out[0]
## metrics by stage
stage	instances	power, W	instance area (µm²)	worst slack (ns)	utilization, %
after floorplan	335	0.000497	3670	3.97	-
after global placement	447	0.000525	4040	3.50	48.2
after detailed placement	447	0.000525	4040	3.46	48.2
after CTS	463	0.000897	4280	3.80	51.1
after global routing	463	0.000923	4280	3.58	51.1
final	463	0.000886	4280	3.79	51.1
## final cells by class
cell class	instances	area share [%]
clock buffers	10	2.98
clock inverters	6	2.66
inverters	11	0.964
multi-input cells	204	34.1
flip-flops and latches	67	42.3
well taps	105	3.07
repair buffers	60	13.9
## report_power, final
part	total, W	internal (W)	switching, W
logic	0.0000838	0.0000519	0.0000320
clock network	0.000370	0.000228	0.000142
registers	0.000432	0.000424	0.00000848
total	0.000886	0.000703	0.000183
Power and IR drop assume default switching activity.
